## design/flow/config.mk

```make
export PLATFORM = sky130hd
export DESIGN_NAME = Register_File
export DESIGN_NICKNAME = Register_File
export VERILOG_FILES = /design/flow/design.v
export SDC_FILE = /design/flow/constraint.sdc
export NUM_CORES = 4
export LEC_CHECK = 1
export CORE_UTILIZATION = 30
```

## design/flow/constraint.sdc

```tcl
current_design Register_File

set clk_period 6.5
set clk_io_pct 0.2

create_clock -name clk0 -period $clk_period [get_ports {clk}]

set non_clock_inputs [all_inputs -no_clocks]
set_input_delay [expr $clk_period * $clk_io_pct] -clock clk0 $non_clock_inputs
set_output_delay [expr $clk_period * $clk_io_pct] -clock clk0 [all_outputs]
```

## design/flow/design.v

```verilog
module Register_File(clk,rst,WE3,WD3,A1,A2,A3,RD1,RD2);
    input clk,rst,WE3;
    input [4:0]A1,A2,A3;
    input [31:0]WD3;
    output [31:0]RD1,RD2;
    reg [31:0] Register [31:0];
    always @ (posedge clk)
    begin
        if(WE3)
            Register[A3] <= WD3;
    end
    assign RD1 = (~rst) ? 32'd0 : Register[A1];
    assign RD2 = (~rst) ? 32'd0 : Register[A2];
    initial begin
       Register[9]=32'h00000020;
    end
endmodule
```

## design/flow/run.sh

```bash
#!/bin/bash
# OpenROAD 26Q1-2900-gdf79404cd8, Yosys 0.63+post, stock flow scripts
make -C /OpenROAD-flow-scripts/flow DESIGN_CONFIG=/design/flow/config.mk WORK_HOME=/design/flow/orfs finish
```

==> results.txt <==
yosys + openroad results -> proportion of layout cells with a drive suffix above 1 0.362, Hold Violations, Final 0, Top Registers Register x1024, vias in the first global route slightly below 30000, post-synth top area cell edfxtp_1, clk slew on worst S/H paths around 0.060 ns, largest net degree at the start of global routing 73, half-perimeter wire length of the detailed placement result 88300 um, CTS Root Buffer Type clkbuf_16, number of cells produced by synthesis 2323, critical path data arrival time 4.16 ns, delay of the slowest critical-path stage between 0.6 and 0.7 ns, stage-log warning count 26, postcts setup bufs 0, Post-Syn Area 47200 um2, element type at the critical path start primary input, total of hold buffers inserted after clock tree synthesis 0, Met1 Wirelength 47100 um, number of pins with negative max-slew slack in the final report 0, Tcrit/Tclk final 0.840, final period demand of the worst path 5.46 ns, H-tree level count 3, area share of the leading cell type in the synthesized netlist 0.651, violation count after the first detailed-routing iteration 1808, commonest register cell after synthesis edfxtp_1, number of cells in Yosys stat 2323, post-detailed-route DRC marker count 0, summed standard-cell area reported by yosys ~47000 um2, detailed-routing iteration count for the pre-antenna-repair pass 5, I/O pin total 114, status complete, no violations, number of cells in the design after placement 4437, antenna violations before repair 8, Flops after synth about 1000, share of flip-flops with an asynchronous set or reset after synthesis 0, WL met3 25100 um, global-route total usage across every layer 0.202, top achievable clock speed 0.183 GHz, number of clock sinks seen by CTS 1024, relative slew slack 0.415, Area growth syn-to-layout 16.2%, total setup violations reported at the end of the flow 0, total negative slack 0 ns, most flop-heavy register Register, Overflow after GRT 0, RSZ-0062 raised after global routing false, PostCTS Resize Cnt 0, total die size 159000 um2, distinct cell type count after synthesis 28, core region area 156000 um2, static leakage 16.8 nW, Layout Utilization 0.351, count of library flops with an enable pin 1024, top layer in use met5, wirelength, routed 149000 um, Buf+Inv Stages, Crit Path 3, pwr dens 267 nW/um2, Core Density at Floorplan 0.302, type of the worst setup path in -> out, vias after detailed routing 26200, WL/cell 32.2 um, tally of nets with antenna violations remaining after routing 0, largest driver fanout on the critical path just over 70, post-route insts no fill 4625, clock tree from TritonCTS yes, yosys synthesis warning count 1, cell chain of the critical path buf_8 > buf_12 > mux4_2 > mux2_2 > o221ai_1 > a31oi_1 > clkdlybuf4s50_1, VDD IR max 0.000191 V, count of port buffers added during placement 113, Worst Setup End Kind output port, via-per-instance ratio 5.67, sequential-to-total area share from yosys stat 0.651, Vert. Die Dim 399 um, class of the most critical hold timing path in -> reg, Inserted Clock Buffers a little under 100, average cell area after synthesis 20.3 um2, horizontal die size 399 um, routed length on met2 ~70000 um, Post-synth area hogs edfxtp_1 (65%), mux4_2 (21%), mux2_2 (3.1%), number of standard-cell rows in the floorplan 145, # Max-Cap Violations 0, number of flip-flops in the largest register 1024, routability-driven placement congestion ratio 0.902, cell type group with the largest total delay on the critical path buffers and inverters, global-route wire length before repair 211000 um, data required time of the critical path around 5.2 ns, slew at the pin closest to its max-slew limit 0.875 ns, clock tree buffer depth 3, cell with the largest stage delay on the worst path a31oi_1
[power breakdown]
group | total [W] | switching, W | internal (W)
sequential | 0.00738 | 0.0000315 | 0.00735
combinational | 0.00129 | 0.000727 | 0.000567
clock | 0.00595 | 0.00254 | 0.00341
[synthesized netlist by cell type, types with 22 or more instances]
library cell and instances:
a221oi_1 52, a22oi_1 64, a31oi_1 64, buf_2 66, clkbuf_1 102, edfxtp_1 1024, mux2_2 128, mux2i_1 128
mux4_2 448, nand2_1 25, nor2_1 39, o21ai_0 30, o21ai_1 22, o221ai_1 64
[kinds of logic (layout without fill, tap and decap cells)]
kind of cell,Yosys count,after routing,synth area share
compound gates,308,308,0.0479
buf+inv,202,442,0.0212
flops,1024,1024,0.651
mux,704,704,0.271
other cells,0,4,0
simple gates,85,85,0.00811
[final timing paths]
path	start	to	slack [ns]	depth (start not counted)
max	A2[2]	RD2[22]	1.04	7
min	WD3[11]	Register[2][11]	1.40	2
[layout by cell type (no fill, tap or decap), types with 22 or more instances in the layout]
cell type        synthesis  routed
edfxtp_1              1024    1024
mux4_2                 448     448
mux2i_1                128     128
mux2_2                 128     128
buf_4                   14     127
clkbuf_16                0     103
clkdlybuf4s50_1          0     102
a22oi_1                 64      64
o221ai_1                64      64
a31oi_1                 64      64
a221oi_1                52      52
nor2_4                   0      34
o21ai_0                 30      30
nand2_1                 25      25
o21ai_1                 22      22
clkinv_2                 0      22
[cell type report]
| class | count | area, um2 |
|---|---|---|
| Clock buffer | 119 | 2640 |
| Sequential cell | 1024 | 30700 |
| Timing Repair Buffer | 256 | 2430 |
| Fill cell | 14200 | 101000 |
| Tap cell | 2058 | 2570 |
| Multi-Input combinational cell | 1097 | 15800 |
| Inverter | 2 | 12.5 |
| Antenna cell | 4 | 10.0 |
| Clock inverter | 65 | 684 |
[metal layers]
layer  up-vias  GRT usage
met5         -     0.0157
met2      1974      0.305
met1     13400      0.218
li1      10600          -
met3       289      0.155
met4        18     0.0626
[through the flow]
stage / setup slack, ns / total power (W) / hold slack, ns / area [um2]
detailed placement: 0.987 / 0.00881 / 2.13 / 51500
finish: 1.04 / 0.0146 / 1.40 / 54800
global placement: 1.00 / 0.00882 / 2.12 / 51500
floorplan: 2.43 / 0.00824 / 1.40 / 47200
CTS: 0.985 / 0.0147 / 1.37 / 54800
global route: 0.891 / 0.0150 / 1.43 / 54800
No activity file was given, so power comes from the tool's default toggle rates.
